File: design/flow/run.sh
#!/bin/bash
# OpenROAD 26Q1-2900-gdf79404cd8, Yosys 0.63+post, stock flow scripts
make -C /OpenROAD-flow-scripts/flow DESIGN_CONFIG=/design/flow/config.mk WORK_HOME=/design/flow/orfs finish
File: design/flow/config.mk
export PLATFORM = sky130hd
export DESIGN_NAME = test
export DESIGN_NICKNAME = test
export VERILOG_FILES = /design/flow/design.v
export SDC_FILE = /design/flow/constraint.sdc
export NUM_CORES = 4
export LEC_CHECK = 1
export CORE_AREA = 10 10 111 111
export DIE_AREA = 0 0 121 121
File: design/flow/constraint.sdc
current_design test

set clk_period 2.1
set clk_io_pct 0.2

create_clock -name clk0 -period $clk_period [get_ports {clk}]

set non_clock_inputs [all_inputs -no_clocks]
set_input_delay [expr $clk_period * $clk_io_pct] -clock clk0 $non_clock_inputs
set_output_delay [expr $clk_period * $clk_io_pct] -clock clk0 [all_outputs]
File: design/flow/design.v
`timescale 1ns / 1ps
module test(
input	clk,
input reset,
input stop,
output reg [6:0] sec,
output reg [6:0] min,
output reg [4:0] hour,
output reg [16:0] real_sec
	 );
	 always @ (posedge clk or posedge reset)
		begin
			 if (reset==1)
				begin
					real_sec<=16'b0000000000000000;
					sec<=6'b000000;
					min<=6'b000000;
					hour<=4'b0000;
				end	
			 else
				 begin
						if( stop!=1 )
							begin
								real_sec<=real_sec+1;
								hour <= real_sec / 1024;
								min <= real_sec / 64;
								sec <= real_sec % 64;
							end
				end
		end
endmodule
==> run notes <==
Implementation results are summarized by area below.

Status
The run finished with clean final reports.

Flow run
The stage logs contain a warning count of 25. The max capacitance violation total is 0.

Synthesis
The synthesized area is roughly 1400 µm². The mean cell area of the mapped netlist is 13.03 µm². The async set-or-reset flop fraction in the synthesized netlist is 100.0%. The distinct cell type count after synthesis is 22. The yosys warning tally is 1.

After synthesis, the design contains 104 cells according to Yosys. In this run, synthesis inferred 0 flip-flops with an integrated enable. The number of standard cells after synthesis is 104. The leading register cell type out of synthesis is sky130_fd_sc_hd__dfrtp_1. The chip area from the yosys synthesis statistics is 1355 µm². Counting flops and latches in the post-synthesis netlist gives 32. The post-synthesis sequential area ratio is 59.10%.

Clocking
Looking at the clock tree report, the maximum root-to-sink buffer count equals 2. The clock tree synthesis step divided the H-tree into 2 levels. The clock latency on the worst-skew pair is 0.28 ns. The cell sitting at the root of the clock tree is a sky130_fd_sc_hd__clkbuf_8.

The post-cts resize count is 0. Per the post-CTS timing run, clock transition at the registers of the reported paths is 0.07 ns. Once the clock tree was built, the setup fixing pass inserted 0 buffers. Counting every sink on the clock net gives 32.

TritonCTS built the clock tree. Clock tree synthesis inserted a total of 5 buffers. For this design, the CTS-stage hold fixing added 0 buffers.

Drt
The total routed wirelength is roughly 3400 µm. Per the detail_route report, inserted antenna diodes total 0. Before antenna repair, the detailed router went through 4 iterations. For this run, design rule violations remaining after detail routing come to 0.

The via count is slightly above 900. After detailed routing, the number of vias per cell comes to around 3.3. The first routing iteration left 50 violations. The routed design shows a wire length per standard cell of 12.36 µm. The tally of nets with antenna violations remaining after routing is 0.

Setup path
The worst-path maximum fanout is 8. The report lists the cells along the critical path as clkdlybuf4s50_1. The worst setup path is launched from a register.

The capture point of the critical path was reported as real_sec[7]. The number of cell instances on the worst register-to-register path is 4. In this run the number of cells on the critical path is 1. Per the timing report, the most critical flop-to-flop path finishes at real_sec[14]$_DFFE_PP0N_. The worst setup path startpoint is real_sec[7]$_DFFE_PP0N_. The kind of critical path is reg2out. The OpenROAD report gives the critical path a data arrival time of 1.34 ns. The kind of cell adding the most delay to the critical path is buffers and inverters. Looking at the critical path, the single cell with the biggest stage delay is sky130_fd_sc_hd__clkdlybuf4s50_1. The required time at the worst endpoint is listed as about 1.7 ns. The origin of the critical flop-to-flop path is real_sec[0]$_DFFE_PP0N_. The count of buffer and inverter cells on the critical path is 1. The worst setup path is captured at an output port. The worst register-to-register path has a setup slack of 0.49 ns. Among all stages on the critical path, the maximum delay recorded is between 0.5 and 0.6 ns.

Place
The standard cell area after detailed placement is between 1500 and 2000 µm². The global placement routability congestion is roughly 0.73. The HPWL reported at the end of detailed placement is 2523 µm. The count of port buffers added during placement is 37.

Pwr
Net switching is about a quarter of the power. The share of total power in sequential cells is a little under half. The switching power summed over all nets is 486.0 µW. The peak ir drop on the vdd network is roughly 0.00033 V. In the power breakdown, the internal column shows approximately 1.4 mW. Of the total power, combinational logic draws 22.5%. After layout, the design draws a total of 1.895 mW. In this run the power density over the cells is about 970 nW/µm². In this run the static leakage power is 0.8565 nW. The power share of the clock group is 31.2%.

STA
The final setup skew is 0.007659 ns. Setup repair after global routing left no endpoint under its margin. The post-route minimum period is 1.765 ns. Setup violations remaining at the end of the flow were counted as 0.

The final total negative setup slack is 0 ns. The final max-slew violation count is 0. For this run, the top clock speed supported by timing is about 570 MHz.

Per the final timing report, the hold violations number 0. The share of the clock period used by the worst path after layout is 84.05%.

Global routing
The largest net degree at the start of global routing is 30. After global routing the overflow that remains totals 0. The initial antenna violation count is 0. The via count of the first global-routing pass is 914. Global routing used 4.717% of the available tracks across all layers. The first-pass GRT wire length is 5382 µm.

Layout
The number of inserted filler cells in the final layout is around 1100. The post-synthesis to final-layout area growth is 44.78%. The area used by sequential logic in the layout is 800.8 µm². The final core area utilization is between 10% and 20%.

Leaving out buffers and inverters, the combinational logic in the layout accounts for 494.2 µm². In the final layout, the share of cells above drive strength 1 is 18.18%. The layout stage reports a final design area of slightly below 2000 µm².

Die
The die covers 14640 µm². According to the floorplan report, the die height is 121 µm. For reference, the placement row count at floorplan is 36. The chip width is 121 µm. The number of top-level design ports is 39.

In this run the standard cell core region covers 9864 µm². The effective utilization at floorplan is 13.74%.

Min path
In this run the worst hold path is classified as in2async.
## metrics by stage
| step | instances | hold slack (ns) | setup WS, ns |
|---|---|---|---|
| 2_1_floorplan | 104 | 0.4204 | 0.7433 |
| 3_3_place_gp | 268 | 0.4661 | 0.2080 |
| 3_5_place_dp | 268 | 0.4619 | 0.1801 |
| 4_1_cts | 276 | 0.3143 | 0.3087 |
| 5_1_grt | 276 | 0.3192 | 0.2649 |
| 6_report | 276 | 0.3189 | 0.3350 |
## flip-flops by register name, indices dropped and copies added, names as in the netlist
name,count
real_sec,17
min,6
sec,6
hour,3
## cells in the mapped netlist (2+ instances only)
| library cell | number | share of area (%) |
|---|---|---|
| sky130_fd_sc_hd__dfrtp_1 | 32 | 59 |
| sky130_fd_sc_hd__nor2_1 | 3 | 0.83 |
| sky130_fd_sc_hd__buf_2 | 2 | 0.74 |
| sky130_fd_sc_hd__nor3_1 | 3 | 1.1 |
| sky130_fd_sc_hd__mux2_2 | 15 | 12 |
| sky130_fd_sc_hd__xor2_1 | 11 | 7.1 |
| sky130_fd_sc_hd__nand3_1 | 2 | 0.74 |
| sky130_fd_sc_hd__xnor2_1 | 5 | 3.2 |
| sky130_fd_sc_hd__nor4_1 | 5 | 2.3 |
| sky130_fd_sc_hd__nand4_1 | 6 | 2.8 |
| sky130_fd_sc_hd__buf_4 | 4 | 2.2 |
| sky130_fd_sc_hd__nand2_1 | 6 | 1.7 |
## layout make-up
| type | count | share of cell area (%) |
|---|---|---|
| Clock inverter | 3 | 2.168 |
| Clock buffer | 5 | 3.508 |
| Timing Repair Buffer | 39 | 19.64 |
| Inverter | 1 | 0.1913 |
| Tap cell | 133 | 8.482 |
| Multi-Input combinational cell | 63 | 25.19 |
| Sequential cell | 32 | 40.82 |
## worst min path at each step
stage / to / from / slack, ns
global route: hour[3]$_DFFE_PP0N_ / reset / 0.32
finish: hour[3]$_DFFE_PP0N_ / reset / 0.32
CTS: hour[3]$_DFFE_PP0N_ / reset / 0.31
## logic make-up after synthesis
group,share of synthesized area (%)
simple gates,11.91
fa+ha+maj,0.9232
other cells,0.2767
compound gates,0.5542
mux,12.47
flops,59.10
buf+inv,4.432
xor+xnor,10.34
## metal layers
metal | vias to the layer above | part of all wire (%) | GRT usage, %
met1 | 461 | 44 | 6.502
met5 | - | 0 | 0
met2 | 27 | 45 | 6.905
met3 | 4 | 9.9 | 1.984
met4 | 0 | 0.88 | 0.6787
li1 | 430 | - | -
## power groups by stage
stage | sequential [mW] | combinational [mW] | clock, mW
CTS | 0.881 | 0.443 | 0.620
global route | 0.905 | 0.477 | 0.646
finish | 0.877 | 0.426 | 0.592
## placed cells by master, fill, tap and decap left out
cell type	netlist	layout
sky130_fd_sc_hd__xnor2_1	5	5
sky130_fd_sc_hd__mux2_2	15	15
sky130_fd_sc_hd__nand4b_2	1	1
sky130_fd_sc_hd__nand3_1	2	2
sky130_fd_sc_hd__buf_4	4	2
sky130_fd_sc_hd__and2_1	1	1
sky130_fd_sc_hd__clkinv_2	0	1
sky130_fd_sc_hd__clkbuf_8	0	5
sky130_fd_sc_hd__nor2b_1	1	1
sky130_fd_sc_hd__inv_1	1	1
sky130_fd_sc_hd__nand2b_1	1	1
sky130_fd_sc_hd__nand4_1	6	6
sky130_fd_sc_hd__nand2_1	6	6
sky130_fd_sc_hd__dfrtp_1	32	32
sky130_fd_sc_hd__a21o_1	1	1
sky130_fd_sc_hd__clkinvlp_4	0	1
sky130_fd_sc_hd__clkdlybuf4s50_1	0	37
sky130_fd_sc_hd__nor2_1	3	3
sky130_fd_sc_hd__conb_1	1	1
sky130_fd_sc_hd__xor2_1	11	11
sky130_fd_sc_hd__nor3_1	3	3
sky130_fd_sc_hd__bufinv_16	0	1
sky130_fd_sc_hd__nor4_1	5	5
sky130_fd_sc_hd__ha_1	1	1
Power figures rest on the tool's default switching activity, not on a simulated workload.
