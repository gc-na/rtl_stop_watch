==> run.sh <==
#!/bin/bash
# OpenROAD 26Q1-2900-gdf79404cd8, Yosys 0.63+post, stock flow scripts
make -C /OpenROAD-flow-scripts/flow DESIGN_CONFIG=/design/flow/config.mk WORK_HOME=/design/flow/orfs finish
==> config.mk <==
export PLATFORM = sky130hd
export DESIGN_NAME = stopwatch2
export DESIGN_NICKNAME = stopwatch2
export VERILOG_FILES = /design/flow/design.v
export SDC_FILE = /design/flow/constraint.sdc
export NUM_CORES = 4
export LEC_CHECK = 1
export CORE_UTILIZATION = 30
==> constraint.sdc <==
current_design stopwatch2

set clk_period 4.6
set clk_io_pct 0.2

create_clock -name clk0 -period $clk_period [get_ports {clk}]
create_clock -name clk1 -period $clk_period [get_ports {record}]

set non_clock_inputs [all_inputs -no_clocks]
set_input_delay [expr $clk_period * $clk_io_pct] -clock clk0 $non_clock_inputs
set_output_delay [expr $clk_period * $clk_io_pct] -clock clk0 [all_outputs]
==> design.v <==
`timescale 1ns / 1ps
module stopwatch2(
input	clk,
input reset,
input stop,
input record,
output reg ring,
output reg [6:0] sec,
output reg [6:0] min,
output reg [4:0] hour,
output reg [6:0] rec_sec,
output reg [6:0] rec_min,
output reg [4:0] rec_hour
	 );
	 always @ (posedge clk or posedge reset)
		begin
			 if (reset==1)
				begin
					sec=6'b000000;
					min=6'b000000;
					hour=4'b0000;
					ring=0;
				end	
			 else
				 begin
						if( stop!=1 )
							begin
								sec=sec+1;
								if (sec==60)
								begin
								min=min+1;
								sec=0;
								if (min==60)
									begin
									hour=hour+1;
									if(hour==13)
										begin
										hour=4'b0000;
										end
									end
								end
							end
						else
							begin
								ring=1;
							end
				end
		end
		always @ (posedge record)
		begin
			if(reset)
			begin
				rec_sec=0;
				rec_min=0;
				rec_hour=0;
			end
			else
				begin
					rec_sec=sec;
					rec_min=min;
					rec_hour=hour;
				end
		end
endmodule
==> results.json <==
{
  "hold_end": "ring$_DFFE_PP0P_",
  "fin_hold_ws_ns": 0.482,
  "crit_arrival_ns": 2.83,
  "ys_cells": 142,
  "grt_start_max_net_pins": 21,
  "first_iter_violations": 43,
  "hold_class": "register to register",
  "pin_count": 43,
  "dpl.hpwl_um": 2120,
  "finalSetupViolCount": 0,
  "fin_cells": 255,
  "dpl.cell_count": 247,
  "chipHeight_um": 75.7,
  "ant_nets": 0,
  "syn2layout_area_growth_pct": 35.0,
  "worstSetupEndpointType": "register",
  "p_leak_nw": 0.911,
  "viasPerCell": 4.32,
  "slew_violations": 0,
  "reg2reg_setup_slack_ns": 2.51,
  "yosysWarnings": 1,
  "worst_pin_slew_ns": 0.769,
  "num_antenna_cells": 0,
  "ir_worst_vdd_uv": 146,
  "ys_area_um2": 1630,
  "maxCapViolations": 0,
  "post_cts_buffers": 0,
  "top_area_cell": "dfrtp_1",
  "die_w_um": 75.7,
  "rsz0062_at_grt": "false",
  "finalPower_mw": 0.850,
  "grt_pass1_vias": 1023,
  "hold_buffers": 0,
  "slew_headroom": 0.487,
  "syn_inst": 142,
  "cts_tree": "yes",
  "powerDensity_nw_per_um2": 387,
  "grt-ovfl-total": 0,
  "ys_ff": 39,
  "top_cells_by_area": "dfrtp_1 (31%), dfxtp_1 (23%), nor2b_1 (7.3%)",
  "logic_area_um2": 707,
  "syn-cell-area_um2": 1630,
  "flop_area_um2": 881,
  "rows": 26,
  "openroad.warnings": 28,
  "r2r_cells": 6,
  "cts_resized": 0,
  "holdCritStartpoint": "ring$_DFFE_PP0P_",
  "grt_pass1_wl_um": 4840,
  "finalWirelength_um": 2950,
  "post-route-drc-count": 0,
  "ys_seq_frac": 0.541,
  "top_cell_area_share": 0.307,
  "finalHoldViolations": 0,
  "portBuffers": 41,
  "timing.rr.end": "hour[1]$_DFFE_PP0P_",
  "hold_depth": 1,
  "syn_avg_cell_area_um2": 11.5,
  "initial_core_util": 0.315,
  "skew_ns": 0.00256,
  "drive_gt1_frac": 0.0919,
  "antenna_found_initial": 0,
  "cp-start-kind": "input pin",
  "gp_congestion": 0.782,
  "setup.worst_path.class": "input pin to register",
  "grt_util_all_layers": 0.110,
  "r2r_start": "sec[0]$_DFFE_PP0N_",
  "crit_required_ns": 4.74,
  "status": "finished clean",
  "synth_cell_types": 35,
  "dr.pass1.iters": 4,
  "num-fill-cells": 494,
  "cts_sinks": 39,
  "num_vias": 1101,
  "worstPathMaxFanout": 11,
  "setup_tns_ns": 0,
  "path_clk_slew_ns": 0.07,
  "die_area_um2": 5720,
  "core_area_um2": 5170,
  "wl_per_cell_um": 11.6
}
[worst max path at each step]
stage | depth (start not counted) | to | start
global route | 6 | hour[0]$_DFFE_PP0P_ | stop
CTS | 6 | hour[0]$_DFFE_PP0P_ | stop
finish | 6 | hour[1]$_DFFE_PP0P_ | stop
[worst max-delay path: stages]
cell	delay, ns
clkdlybuf4s50_1	0.51
and3b_1	0.31
and3_4	0.28
nor3b_4	0.26
and3_4	0.25
mux2_4	0.29
[cell usage after synthesis, drive strengths merged]
cell	count
and3b	1
and4	1
ha	5
o21ai	3
o2111ai	1
a22o	2
a31oi	1
xnor2	10
o32ai	1
nand4b	2
a21oi	1
inv	3
and2b	1
a21o	1
dfxtp	19
nor2	7
clkbuf	3
nand2b	2
nand4	7
nor2b	19
xor2	7
nor3	1
nor3b	3
nand2	4
buf	3
and3	4
or2	1
mux2	4
nand3	5
dfrtp	20
[cell usage in the layout (no fill, tap or decap)]
| cell type | count |
|---|---|
| clkdlybuf4s50_1 | 41 |
| dfrtp_1 | 20 |
| nor2b_1 | 19 |
| dfxtp_1 | 19 |
| xnor2_1 | 10 |
| nand4_1 | 7 |
| xor2_1 | 7 |
| nor2_1 | 7 |
| clkbuf_8 | 7 |
| nand3_1 | 5 |
| ha_1 | 5 |
| nand2_1 | 4 |
| and3_4 | 3 |
| o21ai_0 | 3 |
| inv_1 | 3 |
| mux2_2 | 2 |
| nand4b_1 | 2 |
| nand2b_1 | 2 |
| mux2_4 | 2 |
| a22o_1 | 2 |
| and3b_1 | 1 |
| nor3b_2 | 1 |
| and2b_1 | 1 |
| and4_1 | 1 |
| a21o_1 | 1 |
| a21oi_1 | 1 |
| a31oi_1 | 1 |
| o32ai_1 | 1 |
| nor3b_4 | 1 |
| o2111ai_1 | 1 |
| nor3b_1 | 1 |
| nor3_1 | 1 |
| or2_2 | 1 |
| and3_1 | 1 |
| clkbuf_1 | 1 |
[kinds of logic (layout without fill, tap and decap cells)]
logic type                 count (synthesis)  in the layout  share of synthesized area
AOI/OAI and AO/OA                         10             10                     0.0423
xor gates and xnor gates                  17             17                     0.0915
muxes                                      4              4                     0.0323
DFF                                       39             39                      0.541
buffers and inverters                      9             52                     0.0246
and+or+nand+nor                           58             58                      0.230
adders and majority gates                  5              5                     0.0384
[where the power goes]
part	internal (mW)	switching, mW	leakage [nW]
Combinational	0.119	0.0417	0.442
Clock	0.138	0.107	0.0515
Sequential	0.386	0.0595	0.417
[registers in the layout (all words and copies together) (netlist names)]
name and count:
ring 1, min 7, rec_sec 7, hour 5, rec_min 7, sec 7
rec_hour 5
[metal layers]
layer | track usage | vias up | share of wire
li1 | - | 569 | -
met1 | 0.177 | 498 | 0.51
met2 | 0.160 | 28 | 0.44
met3 | 0.0121 | 6 | 0.027
met4 | 0.0370 | 0 | 0.026
met5 | 0 | - | 0
[layout make-up]
type / count / share of cell area
tap: 70 / 0.0399
multi-input combinational: 94 / 0.322
sequential: 39 / 0.401
clock buffer: 8 / 0.0456
timing repair buffer: 41 / 0.187
inverter: 3 / 0.00513
[through the flow]
| step | cell area (µm²) | setup slack, ns | util |
|---|---|---|---|
| 2_1_floorplan | 1630 | 2.41 | - |
| 3_3_place_gp | 2100 | 1.67 | 0.405 |
| 3_5_place_dp | 2100 | 1.65 | 0.405 |
| 4_1_cts | 2200 | 1.91 | 0.425 |
| 5_1_grt | 2200 | 1.80 | 0.425 |
| 6_report | 2200 | 1.91 | 0.425 |
Power and IR drop assume default switching activity.
