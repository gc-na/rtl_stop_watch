### ./run.sh
#!/bin/bash
# OpenROAD 26Q1-2900-gdf79404cd8, Yosys 0.63+post, stock flow scripts
make -C /OpenROAD-flow-scripts/flow DESIGN_CONFIG=/design/flow/config.mk WORK_HOME=/design/flow/orfs finish
### ./config.mk
export PLATFORM = sky130hd
export DESIGN_NAME = stopwatch3
export DESIGN_NICKNAME = stopwatch3
export VERILOG_FILES = /design/flow/design.v
export SDC_FILE = /design/flow/constraint.sdc
export NUM_CORES = 4
export LEC_CHECK = 1
export CORE_AREA = 10 10 114 114
export DIE_AREA = 0 0 124 124
### ./constraint.sdc
current_design stopwatch3

set clk_period 3.7
set clk_io_pct 0.2

create_clock -name clk0 -period $clk_period [get_ports {clk}]
create_clock -name clk1 -period $clk_period [get_ports {record}]

set non_clock_inputs [all_inputs -no_clocks]
set_input_delay [expr $clk_period * $clk_io_pct] -clock clk0 $non_clock_inputs
set_output_delay [expr $clk_period * $clk_io_pct] -clock clk0 [all_outputs]
### ./design.v
`timescale 1ns / 1ps
module stopwatch3(
input	clk,
input reset,
input stop,
input record,
output reg ring,
output reg [6:0] sec,
output reg [6:0] min,
output reg [4:0] hour,
output reg [6:0] rec_sec,
output reg [6:0] rec_min,
output reg [4:0] rec_hour
	 );
	 always @ (posedge clk or posedge reset)
		begin
			 if (reset==1)
				begin
					sec<=6'b000000;
					min<=6'b000000;
					hour<=4'b0000;
					ring<=0;
				end	
			 else
				 begin
						if( stop!=1 )
							begin
								sec<=sec+1;
								if (sec==60)
								begin
								min<=min+1;
								sec<=0;
								if (min==60)
									begin
									hour<=hour+1;
									if(hour==13)
										begin
										hour<=4'b0000;
										end
									end
								end
							end
						else
							begin
								ring<=1;
							end
				end
		end
		always @ (posedge record)
		begin
			if(reset)
			begin
				rec_sec<=0;
				rec_min<=0;
				rec_hour<=0;
			end
			else
				begin
					rec_sec<=sec;
					rec_min<=min;
					rec_hour<=hour;
				end
		end
endmodule
==> run notes <==
impl run done, here's what came out: total area of sequential cells 881 µm², cell area after layout 2180 µm², ANT cells 0, worst min-delay path startpoint ring$_DFFE_PP0P_, logic area 568 µm², worst vdd ir 0.273 mV, initial core utilization 0.144, first-pass GRT wire length 5730 µm, setup TNS 0 ns, clock slew at reported path FFs 0.08 ns, adder share 0.0500, Worst Hold Depth 1, WS Path Type input pin to flip-flop, PwrDens 539 nW/µm², DIE WIDTH 124 µm, fraction of layout cells with a size suffix above 1 0.0714, DIE HEIGHT 124 µm, WL/cell 11.9 µm, clk sinks 39, Critical Path Fanout Max 14, worst path cell trace clkdlybuf4s50_1 -> and4bb_1 -> and2_0 -> nand4_1 -> xnor2_1, vias in the first global route 1025, DR vias/cell 3.38, status finished clean, Main logic family simple AND/OR/NAND/NOR gates, die area 15400 µm², area fraction in xor and xnor cells 0.0583, Slew @ Worst Pin 0.765 ns, Yosys Warn Count 1, relative slew slack 0.489, hold crit path type flip-flop to flip-flop, Hold Buf Count CTS 0, Post-Syn Area 1500 µm², Post-CTS Resized 0, hpwl dp 2940 µm, Pleak 0.896 nW, Post-CTS Setup Inserts 0, reg2reg start sec[0]$_DFFE_PP0N_, placed cells 310, largest net degree at the start of global routing 21, yosys stat area 1500 µm², Final Setup Violations 0, CP max stage cell and2_0, post-synthesis simple-gate area fraction 0.204, post-route antenna net violation count 0, final-report hold violation count 0, Largest delay share family, worst path simple AND/OR/NAND/NOR gates, CP Data Required Time 3.85 ns, Synth area leaders dfrtp_1 (33%), dfxtp_1 (25%), nor2b_1 (6.2%), cell count in the Yosys report 136, initial drt markers 67, 1st-pass router iterations 4, GPL Wtd Cong 0.793, flops & latches, synth 39, IO buf count 41, RSZ-0062 raised after global routing no, Core Util, Final 0.210, mux share 0.0216, GRT Total Usage 0.0491, startpoint types input pin, # IOs 43, max_cap viols 0, Area Overhead vs Synth 45.4%, CP endpoint kind flip-flop, DP Area 2070 µm², via count 1075, Post-Route WL 3790 µm, TritonCTS clock tree done, critical path's largest stage delay 0.57 ns, post-route DRC violation count 0, clock skew 0.00663 ns, Reg2Reg Depth 6, Synth cell types 32, tool warnings 29, worst setup path start stop, Largest type area fraction 0.333, stages on the worst setup path 5, fill cell count 1134, row cnt 37, Tot Pwr 1.18 mW, syn avg cell area 11.0 µm², core area 10400 µm², final std cells w/o fill 318, sequential share of the synthesized area 0.586, grt total ovfl 0, cell type with the largest total area dfrtp_1, Arr. time, crit path 2.54 ns, critical path buffer and inverter count 1, initial antenna violation count 0, ao+oa area frac 0.0441, Cells after Synth 136, max-slew violation count 0
layer usage:
metal / up-vias / track usage / part of all wire
met5: - / 0 / 0
met4: 0 / 0.00576 / 0.011
met3: 4 / 0.0285 / 0.12
met2: 39 / 0.0646 / 0.39
met1: 492 / 0.0701 / 0.48
li1: 540 / - / -
registers in the layout (all words and copies together) (netlist names):
| signal | cells |
|---|---|
| ring | 1 |
| hour | 5 |
| rec_hour | 5 |
| sec | 7 |
| rec_sec | 7 |
| min | 7 |
| rec_min | 7 |
worst register-to-register path, cell delays in order, from the launching register on:
cell	delay (ns)
dfrtp_1	0.44
inv_1	0.10
ha_1	0.14
and4bb_1	0.24
and2_0	0.57
nand4_1	0.19
xnor2_1	0.16
kinds of logic after synthesis:
family / Yosys count
AND-OR/OR-AND: 11
XOR/XNOR: 10
adder cells (fa/ha/maj): 6
buffers and inverters: 12
flip-flops: 39
multiplexers: 3
AND/OR/NAND/NOR: 55
power by group:
part | internal [mW] | switching (mW)
clock | 0.219 | 0.149
combinational | 0.166 | 0.0815
sequential | 0.489 | 0.0732
synth_stat cells (all sizes together):
| master | instances |
|---|---|
| and2b | 1 |
| inv | 8 |
| and4b | 1 |
| and2 | 1 |
| o211ai | 1 |
| or2 | 1 |
| dfrtp | 20 |
| and4bb | 1 |
| buf | 2 |
| and3 | 2 |
| o21ai | 6 |
| nand3 | 2 |
| ha | 6 |
| nor2 | 16 |
| mux2 | 2 |
| a31o | 1 |
| a22o | 1 |
| xnor2 | 8 |
| nand2 | 7 |
| xor2 | 2 |
| nor2b | 15 |
| dfxtp | 19 |
| or3 | 1 |
| mux2i | 1 |
| nand4b | 2 |
| a31oi | 1 |
| nand4 | 3 |
| and4 | 2 |
| a21oi | 1 |
| clkbuf | 2 |
cell usage in the layout (no fill, tap or decap), types with 2 or more instances in the layout:
cell / Yosys / final
inv_1: 8 / 8
o21ai_0: 6 / 6
nor2_1: 16 / 16
dfxtp_1: 19 / 19
nand4b_1: 2 / 2
and3_1: 2 / 2
nand3_1: 2 / 2
nor2b_1: 15 / 15
nand4_1: 3 / 3
xor2_1: 2 / 2
dfrtp_1: 20 / 20
clkbuf_8: 0 / 6
clkdlybuf4s50_1: 0 / 41
xnor2_1: 8 / 8
and4_1: 2 / 2
ha_1: 6 / 6
nand2_1: 7 / 7
through the flow:
step                hold slack, ns  setup slack, ns
global route                 0.529             1.14
finish                       0.483             1.31
floorplan                    0.410             1.87
detailed placement           0.464             1.02
CTS                          0.486             1.30
global placement             0.468             1.03
worst paths after layout:
path                                    endpoint  slack, ns
setup / recovery              min[5]$_DFFE_PP0P_       1.31
hold / removal                  ring$_DFFE_PP0P_       0.48
setup reg to reg              min[5]$_DFFE_PP0P_       1.76
hold reg to reg                 ring$_DFFE_PP0P_       0.48
max in group asynchronous     sec[5]$_DFFE_PP0N_       2.05
max in group clk1          rec_sec[6]$_SDFF_PP0_       2.27
min in group clk1          rec_sec[5]$_SDFF_PP0_       0.58
min in group asynchronous     min[3]$_DFFE_PP0P_       1.16
cell type report:
class	instances	area share
Sequential cell	39	0.403
Multi-Input combinational cell	85	0.260
Timing Repair Buffer	42	0.191
Tap cell	136	0.0779
Clock buffer	6	0.0378
Clock inverter	2	0.0160
Inverter	8	0.0137
No activity file was given, so power comes from the tool's default toggle rates.
